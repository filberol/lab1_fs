===== design/flow/run.sh =====
#!/bin/bash
# OpenROAD 26Q1-2900-gdf79404cd8, Yosys 0.63+post, stock flow scripts
make -C /OpenROAD-flow-scripts/flow DESIGN_CONFIG=/design/flow/config.mk WORK_HOME=/design/flow/orfs finish

===== design/flow/config.mk =====
export PLATFORM = sky130hd
export DESIGN_NAME = state_machine
export DESIGN_NICKNAME = state_machine
export VERILOG_FILES = /design/flow/design.v
export SDC_FILE = /design/flow/constraint.sdc
export NUM_CORES = 4
export LEC_CHECK = 1
export CORE_UTILIZATION = 50

===== design/flow/constraint.sdc =====
current_design state_machine

set clk_period 5.3
set clk_io_pct 0.2

create_clock -name clk0 -period $clk_period [get_ports {clk}]

set non_clock_inputs [all_inputs -no_clocks]
set_input_delay [expr $clk_period * $clk_io_pct] -clock clk0 $non_clock_inputs
set_output_delay [expr $clk_period * $clk_io_pct] -clock clk0 [all_outputs]

===== design/flow/design.v =====
`timescale 1ns / 1ps
module adder_16to32 (
    input wire count,
    input wire [15:0] A,
    input wire [15:0] B,
    output wire [31:0] sum
);
reg [15:0] carry;
reg [15:0] sum_temp;
integer i;
always @(posedge count) begin
    sum_temp[0] = A[0] ^ B[0];
    carry[0] = A[0] & B[0];
    for (i = 1; i < 16; i = i + 1) begin
        sum_temp[i] = A[i] ^ B[i] ^ carry[i-1];
        carry[i] = (A[i] & B[i]) | (A[i] & carry[i-1]) | (B[i] & carry[i-1]);
    end
end
assign sum = {carry[15], sum_temp};
endmodule
`timescale 1ns / 1ps
module div2_16to32(
    input wire [15:0] in,
    input wire count,
    output wire [31:0] out
);
reg [31:0] result;
wire [31:0] new_result;
assign new_result = {17'b0, in[15:1]};
always @(posedge count) begin
    result <= new_result;
end
assign out = result;
endmodule
`timescale 1ns / 1ps
module mul4_16to32(
    input wire [15:0] in,
    input wire count,
    output wire [31:0] out
);
reg [31:0] result;
wire [31:0] new_result;
assign new_result = {14'b0, in[15:0], 2'b0};
always @(posedge count) begin
    result <= new_result;
end
assign out = result;
endmodule
`timescale 1ns / 1ps
module state_machine(
    input wire clk,
    input wire rst,
    input wire [15:0] A,
    input wire [15:0] B,
    output reg [31:0] out,
    output wire [31:0] add1_out_d,
    output wire [31:0] add2_out_d,
    output wire [15:0] div_in_d,
    output wire [31:0] div_out_d,
    output wire [15:0] mul_in_d,
    output wire [31:0] mul_out_d,
    output wire [2:0] state_d
);
reg [2:0] state;
reg [2:0] next_state;
reg allow_count_add_1;
reg allow_count_add_2;
reg allow_count_div;
reg allow_count_mul;
wire inv_clk;
assign inv_clk = !clk;
wire count_add1_sig;
assign count_add1_sig = inv_clk & allow_count_add_1;
reg [15:0] add1_l;
reg [15:0] add1_r;
wire [31:0] add1_res;
adder_16to32 adder_inst_1(
    .A(add1_l),
    .B(add1_r),
    .sum(add1_res),
    .count(count_add1_sig)
);
wire count_add2_sig;
assign count_add2_sig = inv_clk & allow_count_add_2;
reg [15:0] add2_l;
reg [15:0] add2_r;
wire [31:0] add2_res;
adder_16to32 adder_inst_2(
    .A(add2_l),
    .B(add2_r),
    .sum(add2_res),
    .count(count_add1_sig)
);
wire count_mul_sig;
assign count_mul_sig = inv_clk & allow_count_mul;
reg [15:0] mul_in;
wire [31:0] mul_res;
mul4_16to32 mul_inst(
    .in(mul_in),
    .count(count_mul_sig),
    .out(mul_res)
);
wire count_div_sig;
assign count_div_sig = inv_clk & allow_count_div;
reg [15:0] div_in;
wire [31:0] div_res;
div2_16to32 div_inst(
    .in(div_in),
    .count(count_div_sig),
    .out(div_res)
);
reg ready;
parameter S_IDLE = 3'b000;
parameter S_ADD_A_B_DIV_MUL = 3'b001;
parameter S_ADD_DIV_MUL = 3'b010;
parameter S_ADD_B = 3'b011;
parameter S_DIV = 3'b100;
parameter S_ADD_RESULT = 3'b0101;
parameter S_FINISH = 3'b110;
always @(posedge clk) begin
    if (rst) begin
        ready <= 0;
        state <= 0;
        allow_count_add_1 <= 0;
        allow_count_add_2 <= 0;
        allow_count_div <= 0;
        allow_count_mul <= 0;
        add1_l <= 0;
        add1_r <= 0;
        add2_l <= 0;
        add2_r <= 0;
        mul_in <= 0;
        div_in <= 0;
    end else begin
        case(state)
            S_IDLE: begin
                ready <= 0;
            end
            S_ADD_A_B_DIV_MUL: begin
                add1_l <= A;
                add1_r <= B;
                allow_count_add_1 <= 1;
                div_in <= B;
                allow_count_div <= 1;
                mul_in <= A;
                allow_count_mul <= 1;
            end
            S_ADD_DIV_MUL: begin
                allow_count_add_1 <= 0;
                allow_count_div <= 0;
                add2_l <= div_res;
                add2_r <= mul_res;
                allow_count_add_2 <= 1;
                mul_in <= add1_res;
            end
            S_ADD_B: begin
                allow_count_add_2 <= 0;
                allow_count_mul <= 0;
                add1_l <= mul_res;
                add1_r <= B;
                allow_count_add_1 <= 1;
            end
            S_DIV: begin
                allow_count_add_1 <= 0;
                div_in <= add1_res;
                allow_count_div <= 1;
            end
            S_ADD_RESULT: begin
                allow_count_div <= 0;
                add1_l <= add2_res;
                add1_r <= div_res;
                allow_count_add_1 <= 1;
            end
            S_FINISH: begin
                allow_count_add_1 <= 0;
                out <= add1_res;
                ready <= 1;
            end
        endcase
        state <= next_state;
    end
end
always @(state)
    case (state)
        S_IDLE: next_state <= S_ADD_A_B_DIV_MUL;
        S_ADD_A_B_DIV_MUL: next_state <= S_ADD_DIV_MUL;
        S_ADD_DIV_MUL: next_state <= S_ADD_B;
        S_ADD_B: next_state <= S_DIV;
        S_DIV: next_state <= S_ADD_RESULT;
        S_ADD_RESULT: next_state <= S_FINISH;
        S_FINISH: next_state <= S_IDLE;
        default: next_state <= S_IDLE;
endcase
assign add1_out_d = add1_res;
assign add2_out_d = add2_res;
assign div_in_d = div_in;
assign div_out_d = div_res;
assign mul_in_d = mul_in;
assign mul_out_d = mul_res;
assign state_d = state;
endmodule

==> impl_metrics.csv <==
group,metric,value,unit
critical_path,cp-start-kind,"register",
clock_tree,hold_buffers,0,
pwr,power.switching,818,µW
critical_path,cp_common_cell,"fa_2",
run,cap_viol_max_count,0,
layout,area_growth,39.4,%
die,die_w,124,µm
critical_path,criticalPathCategory,"reg -> reg",
critical_path,cp_slowest_cell,"fa_1",
final_timing,fin_setup_tns,-28.96,ns
critical_path,cp.arrival,6.39,ns
global_route,grt_max_degree,54,
global_route,grt_antenna_before_repair,0,
final_timing,hold_viol,0,
hold_path,hold_class,"reg -> reg",
pwr,power.share.switching,25.5,%
synthesis,synthesis.instances,697,
route,dr.pass1.iters,5,
critical_path,max_stage_delay,0.38,ns
synthesis,synth_area,0.00739,mm²
critical_path,cp_max_fo,2,
global_route,gr-total-overflow,0,
final_timing,slew_violations,0,
pwr,vdd_drop_max,297,µV
layout,layout_top_cell,"clkdlybuf4s50_1",
final_timing,timing.final.ws_setup,-3.02,ns
route,diodes,0,
clock_tree,cts_tree,"done",
die,fp_util,51.0,%
placement,gp_congestion,0.858,
route,drc_errors,0,
synthesis,top_cells_by_area,"dfxtp_1 44%, buf_4 8.4%, fa_1 7.3%",
synthesis,yosysTopAreaCell,"dfxtp_1",
synthesis,ys.flops,181,
run_status,violations,"negative setup slack",
placement,portBuffers,150,
final_timing,slew_headroom,35.6,%
final_timing,tightest_slew,0.965,ns
die,core_area,0.0145,mm²
route,wire_per_inst,19.5,µm
placement,preCtsSetupSlack,-3.28,ns
global_route,grt_pass1_vias,5531,
layout,stdcell_count,1085,
pwr,p_per_area,311,mW/mm²
clock_tree,clkLatencyLatePin,0.77,ns
synthesis,ys_seq_share,51.4,%
pwr,seq_power_share,38.8,%
layout,drive_gt1_share,25.9,%
route,via_per_inst,5.27,
critical_path,crit_buf_inv,2,
global_route,grtUsageTotal,29.6,%
pwr,p_clk_share,45.9,%
layout,lay_top_cells,"100 x clkdlybuf4s50_1, 97 x dfxtp_1, 89 x nand2_1, 78 x conb_1, 57 x a211oi_1",
route,wl,21100,µm
route,route.vias.total,5721,
synthesis,yosys_cells,697,
die,die-area,0.0153,mm²
synthesis,yosys_warnings,4,
layout,final_util,71.1,%
final_timing,rsz0062_at_grt,"yes",
synthesis,avgSynthCellArea,10.6,µm²
run,warnings,29,
pwr,internal_power,2.38,mW
critical_path,crit_family,"adder cells",
placement,dp_hpwl,13400,µm
critical_path,cp_cell_sequence,"ha_4, fa_2, fa_2, fa_2, fa_2, fa_2, fa_2, fa_2, fa_2, fa_2, fa_2, fa_2, fa_2, fa_2, fa_2, inv_2, fa_1, inv_1",
critical_path,critPathRequiredTime,3.37,ns
die,ioPinCount,229,
clock_tree,cts.clk_slew.worst_paths,0.06,ns
final_timing,skew,0.258,ns
synthesis,synth.distinct_cells,39,
route,drt_iter0_drc,411,
final_timing,setup_viol,24,
run_status,status,"finished, violations left",
pwr,p_leak,4.72,nW
synthesis,ys_chip_area,0.00739,mm²
route,ant_nets,0,
die,dieHeight,124,µm
critical_path,critPathCaptureType,"register",
synthesis,top_area_share,44.5,%
pwr,p_comb_share,15.3,%
die,std_cell_rows,44,
placement,placed_cells,993,
global_route,grt_pass1_wl,31100,µm
power groups by stage:
stage	Clock [mW]	Combinational, mW	Sequential, mW
after global routing	1.54	0.543	1.26
after CTS	1.48	0.473	1.25
final	1.47	0.491	1.24
area by class of cell:
| type | count | area, µm² |
|---|---|---|
| well taps | 184 | 230 |
| fillers | 987 | 4180 |
| inverters | 21 | 78.8 |
| clock inverters | 15 | 141 |
| repair buffers | 202 | 1990 |
| flip-flops and latches | 181 | 3920 |
| clock buffers | 37 | 850 |
| multi-input cells | 445 | 3090 |
flip-flops by register name, indices dropped and copies added, names as in the netlist, 15 cells and up:
name,cells
add1_l,16
add1_r,16
mul_inst.result,16
adder_inst_1.sum_temp,16
add2_l,15
div_inst.result,15
adder_inst_2.sum_temp,16
out,17
div_in,16
mul_in,16
per-layer routing:
metal / share of wire, % / up-vias / global-route usage, %
met4: 1.7 / 0 / 6.48
met2: 48 / 286 / 44.4
met3: 7.8 / 26 / 10.5
met1: 43 / 2781 / 43.4
li1: - / 2628 / -
met5: 0 / - / 0
path summary, 6_finish.rpt:
kind	cells past startpoint	start	slack (ns)	endpoint
min in group gated	0	allow_count_div$_SDFFE_PP0P_	5.90	clock gate
max in group gated	0	allow_count_mul$_SDFFE_PP0P_	2.02	clock gate
worst min register to register	2	mul_in[6]$_SDFFE_PP0P_	0.48	mul_in[6]$_SDFFE_PP0P_
worst min-delay path	2	mul_in[6]$_SDFFE_PP0P_	0.48	mul_in[6]$_SDFFE_PP0P_
worst max register to register	18	add1_l[0]$_SDFFE_PP0P_	-3.02	adder_inst_1.sum_temp[15]$_DFF_P_
worst max-delay path	18	add1_l[0]$_SDFFE_PP0P_	-3.02	adder_inst_1.sum_temp[15]$_DFF_P_
cells in the mapped netlist, drive strengths merged:
master     n
nor2      34
nand3      4
ha         3
inv       21
mux2i     15
xnor2      1
o22ai     14
nor3      13
edfxtp    17
o21ai     14
clkbuf    21
a22oi      5
nand3b     1
fa        27
nor2b      4
a21bo      1
or2        1
a311oi     3
a221oi    16
a2111oi    1
o21ba      1
buf      106
a211oi    57
nor4bb     1
nand2b     2
a21boi     1
conb       1
nor3b      3
a21oi     36
mux2      14
or3b       5
nand2     89
dfxtp    164
o211ai     1
worst min-delay path, stage by stage, from the launching register on:
cell	delay, ns
dfxtp_1	0.31
inv_1	0.06
a221oi_2	0.05
what timing repair did:
| action | in CTS | in global routing |
|---|---|---|
| setup buffers | 16 | 24 |
| pin swaps | 0 | 0 |
| endpoints found under the setup margin | 67 | 75 |
| resized | 79 | 56 |
per-stage QoR:
stage / area [µm²] / hold WS, ns / power [mW]
global placement: 8750 / 0.446 / 1.72
CTS: 9990 / 0.457 / 3.20
detailed placement: 8750 / 0.450 / 1.72
finish: 10300 / 0.476 / 3.20
global route: 10300 / 0.479 / 3.34
floorplan: 7750 / 0.431 / 1.49
cells by family (layout without fill, tap and decap cells):
logic type	Yosys count	after routing	share of synthesized area, %
compound gates	150	150	14.6
other cells	1	78	0.0508
xor+xnor	1	1	0.220
flops	181	181	51.4
fa+ha+maj	30	30	7.83
mux	29	29	4.17
simple gates	157	157	9.50
buf+inv	148	275	12.2
Power figures rest on the tool's default switching activity, not on a simulated workload.
