==> ./design.v <==
`timescale 1ns / 1ps
module arbiter(
    input wire inner_clk,
    input wire clk_button_in,
    input wire reset,
    input wire [2:0] port_0,
    input wire port_0_ireq,
    output wire port_0_succ,
    input wire [2:0] port_1,
    input wire port_1_ireq,
    output wire port_1_succ,
    input wire [2:0] port_2,
    input wire port_2_ireq,
    output wire port_2_succ,
    input wire [2:0] port_3,
    input wire port_3_ireq,
    output wire port_3_succ,
    output wire busy_o,
    output wire filtered_clk,
    output wire [7:0] segment_switch,
    output wire [6:0] number_switch
);
reg[1:0] curr_in_port;
reg[2:0] arbit_state;
reg port_0_out;
reg port_1_out;
reg port_2_out;
reg port_3_out;
reg [7:0] current_segment;
reg [6:0] current_number;
wire[1:0] next_port;
assign next_port = curr_in_port + 1;
debouncer debouncer_inst(
    .clk(inner_clk),
    .btn_i(clk_button_in),
    .activated(filtered_clk)
);
always @(posedge filtered_clk)
begin
    if (reset) begin
        curr_in_port <= 2'b0;
        arbit_state <= 16'b0;
        port_0_out <= 0;
        port_1_out <= 0;
        port_2_out <= 0;
        port_3_out <= 0;
    end
    else begin
        if (port_0_ireq == 0 && port_1_ireq == 0 && port_2_ireq == 0 && port_3_ireq == 0) begin
            arbit_state <= 16'b0;
            port_0_out <= 0;
            port_1_out <= 0;
            port_2_out <= 0;
            port_3_out <= 0;
        end
        else if (curr_in_port == 0) begin
            port_3_out <= 0;
            if (port_0_ireq == 1) begin
                arbit_state <= port_0;
                port_0_out <= 1;
            end
        end
        else if (curr_in_port == 1) begin
            port_0_out <= 0;
            if (port_1_ireq == 1) begin
                arbit_state <= port_1;
                port_1_out <= 1;
            end
        end
        else if (curr_in_port == 2) begin
            port_1_out <= 0;
            if (port_2_ireq == 1) begin
                arbit_state <= port_2;
                port_2_out <= 1;
            end
        end
        else if (curr_in_port == 3) begin
            port_2_out <= 0;
            if (port_3_ireq == 1) begin
                arbit_state <= port_3;
                port_3_out <= 1;
            end
        end
        curr_in_port <= next_port;
    end
end
assign busy_o = port_0_out | port_1_out | port_2_out | port_3_out;
assign port_0_succ = port_0_out;
assign port_1_succ = port_1_out;
assign port_2_succ = port_2_out;
assign port_3_succ = port_3_out;
segments segments_inst(
    .clk(inner_clk),
    .rst(reset),
    .size(curr_in_port),
    .data_in(arbit_state),
    .CAT(number_switch),
    .AN(segment_switch)
);
endmodule
`timescale 1ns / 1ps
module debouncer
#(parameter WAIT_CLOCKS = 1_000_000)
    (
        input clk,
        input btn_i,
        output reg activated    
    );
initial activated = 0;
reg [$clog2(WAIT_CLOCKS+1)-1:0] cnt;
always @(posedge clk) begin
    if (cnt == WAIT_CLOCKS) begin
        if (btn_i) begin
            if (!activated) activated <= 1;
        end else activated <= 0;
        cnt <= 0;
        end else cnt <= cnt + 1;
    end
endmodule
`timescale 1ns / 1ps
module segments
#(parameter DIGIT_DURATION = 200_000)
    (
        input clk,
        input rst,
        input [3:0] size,
        input [15:0] data_in,
        output reg[6:0] CAT,
        output reg[7:0] AN
    );
reg[2:0] current_dg = 0;
reg[3:0] hex;
wire[31:0] result;
reg[$clog2(DIGIT_DURATION + 1):0] counter;
wire[15:0] size_num = 0; 
assign result[31:20] = 0;
assign result[15:0] = data_in;
assign result[19:16] = size;
always @(posedge clk) begin
    if (rst) begin
        AN <= 8'b11111110;
        current_dg <= 0;
    end else
    if (counter == DIGIT_DURATION) begin
        AN <= {AN[6:0], AN[7]};
        current_dg <= current_dg + 1;   
        counter <= 0;
     end else begin
        counter <= counter + 1;
     end
end
always @(*) begin
    case(current_dg)
        0: hex = result[3:0];
        1: hex = result[7:4];
        2: hex = result[11:8];
        3: hex = result[15:12];
        4: hex = result[19:16];
        5: hex = result[23:20];
        6: hex = result[27:24];
        7: hex = result[31:28];
    endcase
end    
always @(*) begin
    case(hex)
        4'h0: CAT = 7'b0000001;
        4'h1: CAT = 7'b1001111;
        4'h2: CAT = 7'b0010010;
        4'h3: CAT = 7'b0000110;
        4'h4: CAT = 7'b1001100;
        4'h5: CAT = 7'b0100100;
        4'h6: CAT = 7'b0100000;
        4'h7: CAT = 7'b0001111;
        4'h8: CAT = 7'b0000000;
        4'h9: CAT = 7'b0000100;
        4'ha: CAT = 7'b0001000;
        4'hb: CAT = 7'b1100000;
        4'hc: CAT = 7'b0110001;
        4'hd: CAT = 7'b1000010;
        4'he: CAT = 7'b0110000;
        4'hf: CAT = 7'b0111000;
    endcase
end
endmodule
==> ./run.sh <==
#!/bin/bash
# OpenROAD 26Q1-2900-gdf79404cd8, Yosys 0.63+post, stock flow scripts
make -C /OpenROAD-flow-scripts/flow DESIGN_CONFIG=/design/flow/config.mk WORK_HOME=/design/flow/orfs finish
==> ./config.mk <==
export PLATFORM = sky130hd
export DESIGN_NAME = arbiter
export DESIGN_NICKNAME = arbiter
export VERILOG_FILES = /design/flow/design.v
export SDC_FILE = /design/flow/constraint.sdc
export NUM_CORES = 4
export LEC_CHECK = 1
export CORE_UTILIZATION = 30
==> ./constraint.sdc <==
current_design arbiter

set clk_period 5.6
set clk_io_pct 0.2

create_clock -name clk0 -period $clk_period [get_ports {inner_clk}]

set non_clock_inputs [all_inputs -no_clocks]
set_input_delay [expr $clk_period * $clk_io_pct] -clock clk0 $non_clock_inputs
set_output_delay [expr $clk_period * $clk_io_pct] -clock clk0 [all_outputs]
==> job_summary.md <==
### Flow metrics

| Metric | Value |
|---|---|
| Startpoint type of the worst setup path | register |
| Vias per std cell | 4.57 |
| Crit path DRT | 4480 ps |
| Pre-CTS setup slack | 2310 ps |
| Dominant flop cell | dfxtp_1 |
| Number of setup buffers added after CTS | 0 |
| Post-synth tally of flip-flops with integrated enable | 20 |
| GRT Util Overall | 11.2% |
| Register pins left without a clock | 9 |
| Post-DRT Antenna Nets | 0 |
| Cells on Worst Hold Path | 2 |
| DR WL met3 | ~200 µm |
| Maximum vdd drop | between 0.1 and 0.15 mV |
| Most frequent logic cell in the layout | nor2_1 |
| CP cell instances | inv_1 -> ha_1 -> nand2_1 -> nor2_1 -> a31oi_1 -> inv_1 -> ha_1 -> mux2_2 -> clkdlybuf4s50_1 |
| Minimum clock period after layout | about 3600 ps |
| First-pass GRT wire length | 9960 µm |
| Worst skew pair latency | approximately 300 ps |
| Fp util | roughly a third |
| Max-slew violation count | 0 |
| Post-synth seq share | between 40% and 50% |
| Worst path slowest cell | clkdlybuf4s50_1 |
| Tool warning count | 37 |
| Post-CTS Hold Buffers | 0 |
| Endpoints left unconstrained | 14 |
| FF-to-FF path depth | 6 |
| CTS root buffer | clkbuf_8 |
| Final hold vios | 0 |
| Setup violators final | 0 |
| Max Buffers Root-to-Sink | 2 |
| Cell Type Count | 43 |
| RSZ-0062 raised after global routing | no |
| Top Layout Cells | 41 x nor2_1, 40 x dfxtp_1, 39 x clkdlybuf4s50_1 |
| Die width | 104 µm |
| Input/output buffers | 39 |
| Critical Path AT | 2480 ps |
| DR vias | 2,284 |
| Area grow syn2layout | 20.0% |
| DP HPWL | 4380 µm |
| Cell type with the largest total area | dfxtp_1 |
| Syn avg cell area | about 9.6 µm² |
| Yosys cell count | around 330 |
| Initial antenna violation count | 0 |
| Achievable frequency | 278 MHz |
| Setup WS post-layout | 2000 ps |
| Setup tns final | 0 ps |
| Reg clk slew, reported paths | around 90 ps |
| TritonRoute pass-1 iters | 5 |
| Status | finished clean |
| Chip area | around 0.011 mm² |
| WL final | a little under 6000 µm |
| Critical path class | reg -> out |
| Placer Congestion | 0.810 |
| Fin crit share | between 60% and 70% |
| Num CTS Buffers | 5 |
| CP max stage delay | ~400 ps |
| CTS tree | yes |
| # rows | 36 |
| CP Capture Type | primary output |
| DRC | 0 |
| Clock Skew | ~10 ps |
| Post-cts resize count | 0 |
| Hold Path Class | reg -> reg |
| Synthesized area | 0.00313 mm² |
| Layout cells sized above 1 | ~6% |
| Top-area cell share | 25.5% |
| Top Layer Used | met4 |
| Cell area leaders | dfxtp_1 26%, edfxtp_1 19%, ha_1 6.8% |
| FFs w/ async S/R, synth | 0% |
| GRT overflow | 0 |
| Ant. Diodes | 0 |
| Cells after synthesis | 325 |
| Leakage power | roughly 0.0013 µW |
| Io pins | ~40 |
| Core ar. | 0.00995 mm² |
| Initial DRC count | around 90 |
| WL met1 | 3210 µm |
| Total of max-cap violations | 0 |
| Rel. slew slack | between 50% and 60% |
| Worst-path fanout max | 6 |
| Die H | 104 µm |
| Pwr per Cell Area | between 150 and 200 mW/mm² |
| # H-tree levels | 2 |
| YS chip area | approximately 0.0031 mm² |
| Drt wl/cell | roughly 12 µm |
| Worst Max-Slew Pin Slew | approximately 620 ps |
| Maximum number of pins on one net before global-route repair | 22 |
| WL met2 | approximately 2400 µm |
| Via count of the first global-routing pass | around 2.1k |
| Register bit total from synthesis | approximately 60 |
| Synth warn | 5 |
## kinds of logic (layout without fill, tap and decap cells)
family / Yosys count / in the layout / share of synthesized area, %
AND-OR/OR-AND: 26 / 26 / 5.27
XOR/XNOR: 30 / 30 / 8.38
buffers and inverters: 28 / 70 / 3.59
adder cells (fa/ha/maj): 17 / 17 / 6.79
flip-flops: 60 / 60 / 44.7
multiplexers: 21 / 21 / 6.79
AND/OR/NAND/NOR: 143 / 143 / 24.5
## worst paths after layout
path                                             startpoint                     endpoint  slack [ps]
worst max-delay path            segments_inst.current_dg[0]             number_switch[0]        2000
worst min-delay path            segments_inst.current_dg[1]  segments_inst.current_dg[1]         480
worst max register to register     segments_inst.counter[0]    segments_inst.counter[11]        3360
worst min register to register  segments_inst.current_dg[1]  segments_inst.current_dg[1]         480
## layer usage
metal	global-route usage [%]	up-vias
met5	0	-
met4	0.918	0
met3	1.53	4
met2	15.6	29
met1	19.6	1028
li1	-	1223
## metrics by stage
| step | instances | area (µm²) | hold WS [ps] | utilization (%) | total power, µW |
|---|---|---|---|---|---|
| after global routing | 500 | 3760 | 513 | 37.8 | 693 |
| final | 500 | 3760 | 483 | 37.8 | 663 |
| after detailed placement | 492 | 3680 | 472 | 36.9 | 466 |
| after floorplan | 325 | 3130 | 435 | - | 444 |
| after CTS | 500 | 3760 | 484 | 37.8 | 673 |
| after global placement | 492 | 3680 | 464 | 36.9 | 465 |
## cells in the mapped netlist (2+ instances only)
master,number
xnor2_1,23
nand2b_1,4
or4_1,2
ha_1,17
nand4_1,9
a21oi_2,2
o221ai_1,2
dfxtp_1,40
nor2_1,41
nor2b_1,3
inv_1,20
o211ai_1,3
and4_1,3
clkbuf_1,4
edfxtp_1,20
nand3_1,23
nor4b_1,2
mux2i_1,19
o21ai_0,7
and3_1,3
nor3_1,10
nor4_1,7
a31oi_1,3
o31ai_1,2
buf_2,3
a21oi_1,6
xor2_1,7
nand2_1,24
nand4_4,2
## where the power goes
| part | internal (µW) | total [µW] | switching [µW] | leakage (µW) |
|---|---|---|---|---|
| clock network | 87.9 | 206 | 118 | 0.0000455 |
| registers | 398 | 413 | 14.6 | 0.000517 |
| logic | 25.8 | 45.2 | 19.4 | 0.000770 |
## final cells by class
type | count | area, µm²
Sequential cell | 60 | 1400
Tap cell | 133 | 166
Timing Repair Buffer | 42 | 413
Fill cell | 963 | 6190
Clock buffer | 6 | 72.6
Clock inverter | 2 | 11.3
Inverter | 20 | 75.1
Multi-Input combinational cell | 237 | 1620
## worst max-delay path, delay by kind of cell (launching register included)
kind                       cells  cell delay (ps)
AOI/OAI and AO/OA              1              350
muxes                          1              250
and+or+nand+nor                2              200
DFF                            1              360
buffers and inverters          3              600
adders and majority gates      2              420
## registers in the layout (all words and copies together), names as in the netlist
signal and cells:
port_0_out 1, segments_inst.AN 8, debouncer_inst.cnt 20, segments_inst.current_dg 3
port_1_out 1, port_2_out 1, port_3_out 1, segments_inst.counter 19
curr_in_port 2, debouncer_inst.activated 1, arbit_state 3
Power figures rest on the tool's default switching activity, not on a simulated workload.
